==> design/flow/design.v <==
module ALU(alu_result, zero, inst_10_6, read_data_1, alu_mux_output, alu_ctrl);
	input  wire [4:0] inst_10_6;
	input  wire [3:0] alu_ctrl;
	input  wire signed [31:0] read_data_1;
	input  wire signed [31:0] alu_mux_output;
	output reg  signed [31:0] alu_result;
	output reg  zero;
	localparam AND  = 4'b0000;
	localparam OR   = 4'b0001;
	localparam ADD  = 4'b0010;
	localparam XOR  = 4'b0011;
	localparam SLL  = 4'b0100;
	localparam SGT  = 4'b0101;  
	localparam SUB  = 4'b0110;
	localparam SLT  = 4'b0111;
	localparam SRL  = 4'b1000;
	localparam SRA  = 4'b1001;
	localparam LUI  = 4'b1010;
	localparam NOR  = 4'b1100;
	initial 
	begin 
		zero =  0 ; 
	end	
	always @(*)
	begin 
		case(alu_ctrl)
			AND: 
			begin
				alu_result <=  read_data_1 &  alu_mux_output ;
				zero = (read_data_1 &  alu_mux_output) ? 0: 1;
			end
			OR :
			begin
				alu_result <=  read_data_1 |  alu_mux_output ;
				zero = ( read_data_1 |  alu_mux_output )? 0: 1;
			end
			ADD:
			begin
				alu_result <=  read_data_1 +  alu_mux_output ;
				zero <= (read_data_1 +  alu_mux_output )? 1'b0: 1'b1;
			end
			SUB: 
			begin
				alu_result <=  (read_data_1 -  alu_mux_output) ;
				zero <= (read_data_1 -  alu_mux_output)? 1'b0: 1'b1;
			end
			SLT: 
			begin
				alu_result <=  (read_data_1 < alu_mux_output);
				zero <= (read_data_1 != alu_mux_output)? 1'b0: 1'b1;
			end
			SGT: 
			begin
				alu_result <=  (read_data_1 > alu_mux_output);
				zero <= (read_data_1 != alu_mux_output)? 1'b0: 1'b1;
			end
			NOR: 
			begin
				alu_result <= ~(read_data_1 | alu_mux_output);
				zero <= (~(read_data_1 | alu_mux_output))? 1'b0: 1'b1;
			end
			XOR:
			begin
				alu_result <=   read_data_1 ^ alu_mux_output ;
				zero <= (read_data_1 ^ alu_mux_output )? 1'b0: 1'b1;
			end
			SLL:
			begin
				alu_result <=   alu_mux_output << inst_10_6  ;
				zero <= (alu_mux_output << inst_10_6 )? 1'b0: 1'b1;
			end
			SRL:
			begin
				alu_result <=   alu_mux_output >> inst_10_6  ;
				zero <= (alu_mux_output >> inst_10_6)? 1'b0: 1'b1;
			end
			SRA:
			begin
				alu_result <=   alu_mux_output >>>inst_10_6  ;
				zero <= (alu_mux_output >>>inst_10_6 )? 1'b0: 1'b1;
			end
			LUI: 
			begin
				alu_result <=   alu_mux_output << 16  ;
				zero <= (alu_mux_output << 16)? 1'b0: 1'b1;
			end
			default : 
			begin
				alu_result <= 0;
				zero <= 0;
			end
		endcase
	end
endmodule
==> design/flow/run.sh <==
#!/bin/bash
# OpenROAD 26Q1-2900-gdf79404cd8, Yosys 0.63+post, stock flow scripts
make -C /OpenROAD-flow-scripts/flow DESIGN_CONFIG=/design/flow/config.mk WORK_HOME=/design/flow/orfs finish
==> design/flow/config.mk <==
export PLATFORM = sky130hd
export DESIGN_NAME = ALU
export DESIGN_NICKNAME = ALU
export VERILOG_FILES = /design/flow/design.v
export SDC_FILE = /design/flow/constraint.sdc
export NUM_CORES = 4
export LEC_CHECK = 1
export CORE_UTILIZATION = 40
==> design/flow/constraint.sdc <==
current_design ALU

set clk_period 13.8
set clk_io_pct 0.2

create_clock -name clk0 -period $clk_period

set non_clock_inputs [all_inputs -no_clocks]
set_input_delay [expr $clk_period * $clk_io_pct] -clock clk0 $non_clock_inputs
set_output_delay [expr $clk_period * $clk_io_pct] -clock clk0 [all_outputs]
==> summary.txt <==
Implementation summary

The flow ran to the end, and the final reports show no timing, DRC or antenna violations. The DRC violation count after routing is 0. The timing report notes that buffer and inverter cells on the critical path total 4.

The placeable core region is 28700 um^2. The share of synthesized area spent on multiplexers is around 20%. The combinational family with the most area after synthesis is AND-OR/OR-AND gates. The area of the die is ~30000 um^2. Hold-check failures listed in the final report amount to 0. The cell sequence reported for the critical path is clkdlybuf4s50_1, inv_1, ha_1, inv_1, o21ai_0, a21oi_1, o21a_1, a2111oi_0, and4b_1, nand4_1, nor4_1, nand4b_1, or4_1, nand2_1, clkdlybuf4s50_1. The run reported a max-capacitance violation count of 0.

The starting DRC count in detailed routing is between 2000 and 2500. The most numerous cell in the Yosys netlist is nor2_1. The post-synthesis cell type count is approximately 96. Row generation in the floorplan step produced just over 60 rows. The number of sequential cells in the layout is 0. The relative max-transition margin is between 10% and 20%.

The total net switching power is just under 400 uW. The synthesized netlist handed to floorplanning was reported with a cell count of around 1700. The final critical-path required period is about 11 ns. Setup repair after global routing left no endpoint under its margin. The internal power contribution is between 200 and 250 uW. The final design area excluding fillers is about 13000 um^2.

The number of global-route vias before repair came to 13300. The number of warnings reported in the stage logs is between 90 and 100. The global-route congestion overflow total is 0. Per the synthesis report, the single largest cell type by area occupies 11.6% of cell area. The power report puts the leakage power at about 0.005 uW. IR analysis of the VDD net gives a maximum drop of 0.0000301 V. STA classifies the critical path startpoint as an input port. The cell with the biggest individual delay on the critical path is clkdlybuf4s50_1. The start point of the worst min-delay path is inst_10_6[4]. The final max-slew violation count recorded for this run is 0. The required time reported for the critical path endpoint is 11.04 ns. The cell area that synthesis handed to floorplanning was roughly 12000 um^2. Timing would allow up to about 89 MHz.

The most critical hold endpoint after final layout shows a slack of between 6 and 7 ns. Leaving out buffers and inverters, the combinational logic in the layout accounts for 10600 um^2. Summing the sequential cell areas from Yosys gives 0% of the chip area. Per the layout area report, the register area comes to 0 um^2. The critical path endpoint category is an output pin.

The initial antenna violation count is 2. Port buffering added 106 buffers. The final timing summary puts the cycle share of the worst path at 81.0%.

Per the finish-stage timing summary, setup violations number 0. The cell total in the yosys stat output is ~1700. The filler cells instantiated in the layout total 2975. The fraction of final layout cells with drive strength greater than 1 is 10.0%. The die is ~170 um wide. The synthesis-to-finish area growth is 10.1%.

The post-synthesis cell type with the largest combined area is mux4_2. For this block, the via count after detailed routing is roughly 15000. In the final timing run, aggregate negative setup slack is 0 ns.

The top-level I/O count is 106. The first-pass iteration count of the detailed router is 10. Along the worst path, the maximum fanout reaches 13.

The OpenROAD report gives the critical path a data arrival time of ~8.4 ns. The post-synthesis simple-gate area fraction is between 20% and 30%. Cells fill 44.9% of the core in the end. The timing report attributes the biggest portion of critical-path delay to buffers and inverters. The count of clock buffers in the final design is 0. The maximum number of pins on one net before global-route repair is 64. The class of the tightest hold or removal check is in -> out. By count the netlist is led by 186 x nor2_1, 180 x nand2_1, 148 x a21oi_1. The effective utilization at floorplan is 40.7%. Total global-route track usage over all layers is roughly 42%. Counting the warning lines in the Yosys log gives 1. The power density relative to cell area is around 48 nW/um^2.

Summing the areas of all compound-gate instances in the mapped netlist gives about a third of the synthesized area. The number of cells upsized or downsized after cts is 0. The switching power as a share of total power is between 60% and 70%.

The routed wire length per instance is ~31 um. The vertical die size is about 170 um. The pin slew with the least headroom to its limit is between 1 and 1.5 ns. The final HPWL from detailed placement is between 40000 and 50000 um. The critical path is of the in -> out type.

The wire length of the first global-routing pass is ~90000 um. After detailed routing, the number of vias per cell comes to between 7 and 8. Tracing the worst setup path back leads to its startpoint at alu_mux_output[21].

The number of hold buffers added after CTS is 0. The average instance in the mapped netlist occupies between 6 and 7 um^2. Per the synthesis report, the adder-cell share of the synthesized area is a little over a tenth.

The routability congestion estimate from global placement is around 1.1. The total wirelength of the detailed-routed design is 63400 um. The maximum cell stage delay along the critical path is 0.86 ns. Looking at the post-CTS report, the setup buffer insertion count equals 0. After detailed placement, the total cell area comes to 12900 um^2.

The post-synthesis share of cell area spent on xor and xnor gates is roughly 3.4%. The yosys stat chip area is about 12000 um^2. The residual antenna-violating net count after detailed routing is 0. Ranked by total cell area, the synthesized netlist is headed by mux4_2 12%, ha_1 10%, a21oi_1 6.3%, nor2_1 6.0%, nand2_1 5.8%.
[routing by layer]
metal / share of wire [%] / up-vias / track usage, %
met5: 0.12 / - / 0.481
met4: 4.4 / 4 / 13.3
met3: 13 / 146 / 15.2
met2: 42 / 1056 / 61.8
met1: 40 / 6930 / 58.9
li1: - / 6401 / -
[path summary, 6_finish.rpt]
check                        to  slack (ns)  depth (start not counted)
setup / recovery           zero        2.62                         15
hold / removal    alu_result[3]        6.66                          4
[per-stage QoR]
step | power [uW] | worst slack (ns) | std cells
2_1_floorplan | 376 | 5.20 | 1683
3_3_place_gp | 604 | 2.88 | 2071
3_5_place_dp | 597 | 2.85 | 2071
4_1_cts | 601 | 2.81 | 2071
5_1_grt | 655 | 2.52 | 2071
6_report | 622 | 2.62 | 2072
[power by group through the flow]
stage	clock network [uW]	logic (uW)	registers [uW]
global route	0	655	0
CTS	0	601	0
[layout make-up]
class	count	area share [%]
Antenna cell	1	0.0194
Inverter	107	3.13
Tap cell	384	3.73
Timing Repair Buffer	155	10.9
Multi-Input combinational cell	1425	82.2
[logic make-up (layout without fill, tap and decap cells)]
| group | after synthesis | after routing |
|---|---|---|
| compound gates | 534 | 534 |
| xor+xnor | 45 | 45 |
| fa+ha+maj | 98 | 98 |
| buf+inv | 258 | 262 |
| mux | 138 | 138 |
| other cells | 0 | 1 |
| simple gates | 610 | 610 |
[cell usage in the layout (no fill, tap or decap), types with 14 or more instances in the layout]
cell | Yosys | routed
nor2_1 | 186 | 186
a221o_1 | 19 | 19
mux4_2 | 60 | 60
a221oi_1 | 17 | 17
nand2_1 | 180 | 180
o22ai_1 | 15 | 15
a222oi_1 | 16 | 16
o21bai_1 | 14 | 14
o221ai_1 | 14 | 14
nor3_1 | 59 | 58
nand2b_1 | 15 | 15
buf_4 | 7 | 51
inv_1 | 98 | 97
nand4_1 | 33 | 33
o21ai_0 | 80 | 80
nand3_1 | 31 | 31
ha_1 | 96 | 96
clkdlybuf4s50_1 | 0 | 101
a21oi_1 | 148 | 148
mux2i_1 | 50 | 50
xnor2_1 | 39 | 39
a211oi_1 | 22 | 22
nor4_1 | 31 | 30
a21o_1 | 17 | 17
o211ai_1 | 29 | 29
Power and IR drop assume default switching activity.
